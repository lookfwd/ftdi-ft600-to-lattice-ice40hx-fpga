$ cat flow/design.v
module mst_pre_fet 
    (
     clk,
     rst_n,
     prefena,        
     prefreq,        
     prefdout,       
     gen0req,         
     gen0dat,         
     );
parameter ADDRBIT = 2;
parameter LENGTH  = 4;
parameter WIDTH   = 17;
input clk;
input rst_n;
input prefena;      
input prefreq;      
output[WIDTH -1:0]  prefdout;      
output gen0req;
input[WIDTH-5:0]  gen0dat; 
reg     [WIDTH-1:0]     pref_dat0 [LENGTH-1:0];
reg     [ADDRBIT:0]     pref_len0;
reg     [ADDRBIT-1:0]   wrcnt0;
wire    prefnempt; 
assign  prefnempt    =   (pref_len0!={1'b0,{ADDRBIT{1'b0}}});
wire    preffull;
assign  preffull    =   (pref_len0[ADDRBIT]);
wire    prefwr; 
wire    write;
assign  write       =   (prefwr & !preffull);
wire    read;
assign  read        =   (prefreq & prefnempt);
wire    [ADDRBIT-1:0]   rdcnt0;
assign  rdcnt0       =   wrcnt0 - pref_len0[ADDRBIT-1:0];
integer     i;
reg [WIDTH-1:0] prefdat0 [LENGTH-1:0];
reg [WIDTH-1:0] prefdin; 
always @(posedge clk or negedge rst_n)
begin
  if(!rst_n) 
    for(i=0; i<LENGTH; i=i+1)
    begin 
      prefdat0[i]      <= {WIDTH{1'b0}};
    end 
  else if(write)
    prefdat0[wrcnt0] <= prefdin;
end
always @(posedge clk or negedge rst_n)
begin
  if(!rst_n) 
  begin
    wrcnt0 <= {ADDRBIT{1'b0}};
  end 
  else if(write)
    wrcnt0 <= wrcnt0 + 1'b1;
end  
always @(posedge clk or negedge rst_n)
begin
  if(!rst_n) pref_len0  <= {1'b0,{ADDRBIT{1'b0}}};
  else
    case({read,write})
      2'b01:   pref_len0 <= pref_len0 + 1'b1;
      2'b10:   pref_len0 <= pref_len0 - 1'b1;
      default: pref_len0 <= pref_len0;
    endcase
end
wire [WIDTH-1:0] prefdout;  
assign prefdout = prefdat0[rdcnt0]; 
wire prenotful; 
assign prenotful = (pref_len0 < 3);
wire datareq;
assign datareq = prefena && prenotful ;
reg datareq_p1;
always @(posedge clk or negedge rst_n)
begin
  if(!rst_n) 
    datareq_p1 <= 1'b0;
  else
    datareq_p1 <= datareq; 
end
assign prefwr = datareq_p1;
always @(*)  
begin 
    prefdin = {1'b1,gen0dat};
end 
wire gen0req;
assign gen0req = datareq; 
endmodule 
$ cat flow/run.sh
#!/bin/bash
# OpenROAD 26Q1-2900-gdf79404cd8, Yosys 0.63+post, stock flow scripts
make -C /OpenROAD-flow-scripts/flow DESIGN_CONFIG=/design/flow/config.mk WORK_HOME=/design/flow/orfs finish
$ cat flow/config.mk
export PLATFORM = sky130hd
export DESIGN_NAME = mst_pre_fet
export DESIGN_NICKNAME = mst_pre_fet
export VERILOG_FILES = /design/flow/design.v
export SDC_FILE = /design/flow/constraint.sdc
export NUM_CORES = 4
export LEC_CHECK = 1
export CORE_UTILIZATION = 30
$ cat flow/constraint.sdc
current_design mst_pre_fet

set clk_period 3.6
set clk_io_pct 0.2

create_clock -name clk0 -period $clk_period [get_ports {clk}]

set non_clock_inputs [all_inputs -no_clocks]
set_input_delay [expr $clk_period * $clk_io_pct] -clock clk0 $non_clock_inputs
set_output_delay [expr $clk_period * $clk_io_pct] -clock clk0 [all_outputs]
==> results.json <==
{
  "vias": 1547,
  "synthCells": 176,
  "wire_per_inst_um": 15.3,
  "drtPass1Iterations": 4,
  "setup_ws_ps": 215,
  "fin_tns_setup_ps": 0,
  "drtIter0Drc": 43,
  "sw_frac_of_total_pct": 26.6,
  "area_growth_pct": 19.7,
  "io_buffers": 31,
  "drv_cap": 0,
  "numSynthFlops": 62,
  "cts_inserted_buffers": 9,
  "layout-drive-gt1-share_pct": 35.8,
  "die_w_um": 103,
  "endpoint_kind": "output pin",
  "p_seq_share_pct": 33.5,
  "power_density_nw_per_um2": 1020,
  "hold_violations": 0,
  "ys_warn_count": 2,
  "rows": 36,
  "outcome": "finished, final reports clean",
  "synth_area_per_cell_um2": 17.3,
  "wl_um": 5330,
  "die-area_um2": 10600,
  "grt_max_degree": 63,
  "crit_path_start_kind": "flip-flop",
  "lay_top_count": "dfrtp_1",
  "fillers": 945,
  "fin_crit_ps": 3380,
  "rsz0062_at_grt": "no",
  "path_clk_slew_ps": 60,
  "ys_types": 22,
  "critPathMaxFanout": 9,
  "place_congestion": 0.746,
  "combPwrFrac_pct": 50.2,
  "post-route-drc-count": 0,
  "pwr-share-clk_pct": 16.3,
  "cts_tree": "yes",
  "report.final.setup_viol": 0,
  "insertion_delay_ps": 330,
  "warnings": 28,
  "grt_pass1_vias": 1656,
  "cts_setup_buffers": 0,
  "dp_cells": 335,
  "skew_ps": 8.44,
  "p_leak_nw": 1.72,
  "ys_seq_share_pct": 50.8,
  "cts_resized": 0,
  "pre_cts_ws_ps": 541,
  "clock.fmax_mhz": 295,
  "die_y_um": 103,
  "tightest_slew_ps": 794,
  "hp-class": "flip-flop to flip-flop",
  "timing.final.max_slew_violations": 0,
  "ant_nets": 0,
  "required_ps": 2880,
  "num_antenna_cells": 0,
  "flop_cell": "dfrtp_1",
  "ys_cells": 176,
  "slew_headroom_pct": 47.1,
  "arrival_ps": 2660,
  "fp_util_pct": 31.1,
  "async_reset_ff_share_pct": 100,
  "grt_use_total_pct": 11.7,
  "clockBufferDepth": 2,
  "antenna_found_initial": 0,
  "p_sw_mw": 0.988,
  "synth_area_um2": 3050,
  "dp_hpwl_um": 3360,
  "cts_num_sinks": 62,
  "lay_top_cells": "dfrtp_1 (62), mux2_4 (36), clkdlybuf4s50_1 (30), mux2_2 (16), mux4_1 (14)",
  "grt-ovfl-total": 0,
  "root_buffer": "clkbuf_8",
  "fin_crit_sh_pct": 94.0,
  "worst-setup-path-type": "flip-flop to output pin",
  "hold_buffers": 0,
  "final_cells": 348,
  "intPower_mw": 2.73,
  "ir_worst_vdd_mv": 0.386,
  "num_io_pins": 35,
  "coreArea_um2": 9820,
  "yosys-stat-area_um2": 3050,
  "via_per_inst": 4.45,
  "h-tree-depth": 3,
  "edf_count": 0,
  "grt_pass1_wl_um": 8980
}
==> power by group through the flow <==
| stage | Clock, mW | Sequential, mW | Combinational, mW |
|---|---|---|---|
| 5_1_grt | 0.660 | 1.29 | 2.03 |
| 4_1_cts | 0.627 | 1.25 | 1.91 |
| 6_report | 0.608 | 1.24 | 1.87 |
==> cell families after synthesis <==
group                      count (synthesis)  share of synthesized area (%)
muxes                                     66                           35.7
DFF                                       62                           50.8
buffers and inverters                     18                           4.22
and+or+nand+nor                           12                           2.95
adders and majority gates                  7                           3.12
xor gates and xnor gates                   6                           2.21
AOI/OAI and AO/OA                          4                          0.861
other                                      1                          0.123
==> flip-flops by register name, summed over array words and instances (netlist names) <==
register,count
datareq_p1,1
wrcnt0,2
prefdat0,56
pref_len0,3
==> layout make-up <==
type                    instances  area, µm²  share of cell area (%)
clock buffers                  12        165                    4.52
clock inverters                 1       30.0                   0.822
inverters                       7       26.3                   0.719
multi-input cells              98       1380                    37.7
flip-flops and latches         62       1550                    42.5
well taps                     133        166                    4.55
repair buffers                 35        335                    9.18
==> final timing paths <==
path                                               endpoint  cells after the start  slack [ps]                        start
min in group asynchronous        prefdat0[1][6]$_DFFE_PN0P_                      2         550                        rst_n
max in group asynchronous        prefdat0[1][5]$_DFFE_PN0P_                      2        2510                        rst_n
worst max-delay path                           prefdout[10]                      5         220        wrcnt0[0]$_DFFE_PN0P_
worst min register to register  prefdat0[2][13]$_DFFE_PN0P_                      1         470  prefdat0[2][13]$_DFFE_PN0P_
worst max register to register     pref_len0[1]$_DFFE_PN0P_                      6        1580     pref_len0[2]$_DFFE_PN0P_
worst min-delay path            prefdat0[2][13]$_DFFE_PN0P_                      1         470  prefdat0[2][13]$_DFFE_PN0P_
==> through the flow <==
stage | util (%) | hold WS [ps] | instance area [µm²] | total power [mW]
detailed placement | 35.2 | 446 | 3460 | 3.15
floorplan | - | 424 | 3060 | 2.37
global placement | 35.2 | 442 | 3460 | 3.13
finish | 37.2 | 468 | 3650 | 3.72
CTS | 37.2 | 468 | 3650 | 3.79
global route | 37.2 | 484 | 3650 | 3.98
==> critical path, cell delays in order (launching register included) <==
cell,delay (ps)
dfrtp_1,380
inv_1,110
ha_1,640
buf_4,240
mux4_1,550
clkdlybuf4s50_1,410
==> per-layer routing <==
metal	GRT usage (%)	vias to the layer above	part of all wire, %
met5	0	-	0
met4	1.73	0	1.2
met3	2.89	8	4.5
met2	16.4	31	43
met1	19.4	798	51
li1	-	710	-
==> cells in the mapped netlist (all sizes together), types with 2 or more instances <==
library cell	n	area, µm²
buf	11	103
dfrtp	62	1550
ha	6	75.1
inv	7	26.3
mux2	52	721
mux4	14	368
nand2	6	52.6
nand2b	4	25.0
o21ai	2	10.0
xnor2	4	50.1
xor2	2	17.5
Power and IR drop assume default switching activity.
