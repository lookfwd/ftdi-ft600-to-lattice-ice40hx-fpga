`design/flow/design.v`:
```
module mst_data_chk (
  input  rst_n, 
  input  clk,
  input  erdis, 
  input  ch0_vld,
  input  [15:0] rdata,
  output wire seq_err 
);
  reg [15:0] cmp0_dat;
  reg cmp0_err;
  assign seq_err = cmp0_err & !erdis;
  always @ (posedge clk or negedge rst_n)
  begin
    if (!rst_n)
      begin 
        cmp0_dat <= 16'h0000;
        cmp0_err <= 1'b0;
      end 
    else if (ch0_vld & (!cmp0_err) & (!erdis))
      if (rdata == cmp0_dat)
        begin  
          cmp0_dat <= (&cmp0_dat) ? 16'h0000 : (cmp0_dat + 1'b1);
          cmp0_err <= 1'b0;
        end 
      else
        begin 
          cmp0_dat <= cmp0_dat;
          cmp0_err <= 1'b1;
        end 
  end
endmodule 
```
`design/flow/run.sh`:
```
#!/bin/bash
# OpenROAD 26Q1-2900-gdf79404cd8, Yosys 0.63+post, stock flow scripts
make -C /OpenROAD-flow-scripts/flow DESIGN_CONFIG=/design/flow/config.mk WORK_HOME=/design/flow/orfs finish
```
`design/flow/config.mk`:
```
export PLATFORM = sky130hd
export DESIGN_NAME = mst_data_chk
export DESIGN_NICKNAME = mst_data_chk
export VERILOG_FILES = /design/flow/design.v
export SDC_FILE = /design/flow/constraint.sdc
export NUM_CORES = 4
export LEC_CHECK = 1
export CORE_AREA = 10 10 103 103
export DIE_AREA = 0 0 113 113
```
`design/flow/constraint.sdc`:
```
current_design mst_data_chk

set clk_period 4.8
set clk_io_pct 0.2

create_clock -name clk0 -period $clk_period [get_ports {clk}]

set non_clock_inputs [all_inputs -no_clocks]
set_input_delay [expr $clk_period * $clk_io_pct] -clock clk0 $non_clock_inputs
set_output_delay [expr $clk_period * $clk_io_pct] -clock clk0 [all_outputs]
```
==> COMMIT_EDITMSG <==
Record implementation results from latest flow run

- Area of the mapped netlist: 1140 um2
- The buffer_ports step reported a buffer count of 20.
- The run finished with clean final reports.
* Depth of the worst register-to-register path: 5
- Pin placement for this block handled 21 I/O pins.
* Via count of the first global-routing pass: 975
- The warning tally printed by Yosys for this design is 1.
- The registers of the reported paths see a clock transition of 0.07 ns.
* Pin count of the biggest net entering global routing: 19
- DR WL/cell: 12.3 um
- Of the total power, registers draw 0.507.
- Number of buffers created by CTS: 3
* Number of DRC violations after detailed routing: 0
* Area post-placement: 1450 um2
- CP Capture Type: register
- The critical path maximum fanout is 18.
- Parity-gate share of the synthesized area counting xor and xnor cells: 0.177
- The tree is rooted in a sky130_fd_sc_hd__clkbuf_8.
* CP Class: input pin to register
- Synth Seq Share: 0.374
- The clock passes through at most 2 buffers.
* Minimum clock period: 3.06 ns
- The count of nets left with antenna violations once routing finished came out at 0.
- Counting only logic cells after layout, the most numerous master is sky130_fd_sc_hd__xor2_1.
* Die outline area: 12800 um2
- Based on the critical path, the design can be clocked at up to 327 MHz.
* Terminating pin of the worst hold path: cmp0_dat[6]
- Total number of warnings across the stage logs: 25
* Clk sinks: 17
- Max_slew headroom: 0.442
* Measured slew at the worst slew-check pin: 0.831 ns
- Between the synthesized netlist and the finished layout, the area growth was recorded as 31.2%.
- The script computed the net switching share of total power as 0.219.
- Endpoints failing hold: 0
- Proportion of power drawn by combinational gates: 0.102
- Yosys reported a register bit count of 17.
- The report lists the number of cells resized after CTS as 0.
* Fraction of synthesis flops using an asynchronous set or reset pin: 1.00
- The capture point of the worst register-to-register path is recorded as cmp0_dat[5].
- In the layout the commonest cells are sky130_fd_sc_hd__xor2_1, sky130_fd_sc_hd__clkdlybuf4s50_1, sky130_fd_sc_hd__dfrtp_1.
* Maxcap violations: 0
- Vias per std cell: 3.96
- Met3 WL: 224 um
* Chip Width: 113 um
- Number of antenna violations at the first check in global routing: 0
- For this design the static power due to leakage is 0.596 nW.
- For the final routed database, the setup TNS stands at 0 ns.
- Routability cong.: 0.808
- Worst skew pair latency: 0.25 ns
* Worst Hold Path Cells: 1
* Layout cells sized above 1: 0.0719
- Hold Startpoint: cmp0_dat[6]
- The finished layout holds 244 standard cells, fillers aside.
- Number of vias in the routed layout: 966
- Share of synthesized cell area in full adder, half adder and majority cells: 0.0110
* Core region area: 8300 um2
- Total global-route track usage over all layers is 0.0458.
- The detailed router put a total of 1430 um of wire on met1.
- The report puts the hold buffer count at CTS at 0.
- Synthesis instantiated 34 different standard cells from the library.
- The detailed router reported a total wirelength of 3000 um.
- Synthesis produced a netlist whose cell count is 119.
- Detailed placer's ending HPWL: 2230 um
* Min-Delay Path Class: register to register
- Ratio of final minimum period to clock period: 0.637
- TritonCTS clock tree: done
* Syn avg cell area: 9.56 um2
- Final tally of setup violations: 0
- Setup repair after global routing left no endpoint under its margin.
- For flop-to-flop paths, the worst setup slack is 2.39 ns.
* Yosys cell count: 119
* Number of DRC markers after the initial detailed-route iteration: 49
- Post-Place Cells: 240
* Total count of max-transition violations in the final report: 0
- In the synthesis report, Yosys lists the chip area as 1140 um2.
- The first TritonRoute pass finished after 4 iterations.
- Max rail drop VDD: 0.0650 mV
* Sort of element at the start of the critical path: input pin
- Per the GRT congestion report, total overflow comes to 0.
* Complex Gates by Area: 0.143
* Main flop type after synthesis: sky130_fd_sc_hd__dfrtp_1
- Routed length on met2: 1330 um
* CTS HTree Levels: 1
* Clk pwr share: 0.391
* Overall Power: 0.000282 W
- Final design instance area without fill: 1490 um2
* Logic family by area: simple AND/OR/NAND/NOR gates
* Yosys simple share: 0.250
* WP data required: 4.94 ns
- The switching component of the power was reported as 0.0000618 W.
- On the critical path the data arrives at 3.20 ns.
* First-pass GRT wire length: 4980 um
- Internal cell power: 0.000220 W
- At the floorplan stage, the core utilization is reported as 0.137.
* Power per cell area: 189 nW/um2
* Top layer reached by signal wires: met4
- Reg-to-Reg Start: cmp0_dat[10]
* Antenna Cells: 0
- The synthesized design contains 0 enable-type register cells.
- Post CTS Setup Buffer Count: 0
- Num rows: 33
- Mux cell area share after synthesis: 0.00990
* Chip height: 113 um
- Clock Skews: 0.00593 ns
==> critical path: stages <==
cell,delay [ns]
sky130_fd_sc_hd__clkdlybuf4s50_1,0.42
sky130_fd_sc_hd__xor2_1,0.15
sky130_fd_sc_hd__nor4_2,0.37
sky130_fd_sc_hd__nand4_2,0.45
sky130_fd_sc_hd__nand2b_1,0.46
sky130_fd_sc_hd__o41ai_1,0.39
==> synthesized netlist by cell type, drive strengths merged, types with 2 or more instances <==
| library cell | n | area share |
|---|---|---|
| xor2 | 22 | 0.17 |
| dfrtp | 17 | 0.37 |
| nand2 | 9 | 0.030 |
| o31ai | 9 | 0.059 |
| nand3 | 8 | 0.035 |
| nor4 | 7 | 0.061 |
| nor2 | 4 | 0.013 |
| o21ai | 4 | 0.018 |
| a21oi | 3 | 0.013 |
| buf | 3 | 0.019 |
| inv | 3 | 0.0099 |
| nand4 | 3 | 0.022 |
| nor3 | 3 | 0.013 |
| o41ai | 3 | 0.023 |
| a32oi | 2 | 0.015 |
| and3 | 2 | 0.011 |
| clkbuf | 2 | 0.0066 |
| nand2b | 2 | 0.011 |
| or3 | 2 | 0.011 |
==> cell families after synthesis <==
group,after synthesis
AND/OR/NAND/NOR,46
AND-OR/OR-AND,23
XOR/XNOR,23
flip-flops,17
buffers and inverters,8
multiplexers,1
adder cells (fa/ha/maj),1
==> how the worst max path moves through the flow <==
stage	slack, ns	start	endpoint
final	1.74	rdata[14]	cmp0_dat[5]
after global routing	1.54	rdata[14]	cmp0_dat[9]
after CTS	1.69	rdata[14]	cmp0_dat[5]
==> layout make-up <==
| class | instances | area, um2 |
|---|---|---|
| inverter | 3 | 11.3 |
| clock buffer | 4 | 45.0 |
| tap | 105 | 131 |
| multi-input combinational | 94 | 672 |
| fill | 898 | 6810 |
| sequential | 17 | 425 |
| timing repair buffer | 21 | 208 |
==> routing by layer <==
layer / track usage / vias up
met5: 0 / -
met4: 0.00592 / 0
met3: 0.0150 / 2
met2: 0.0680 / 34
met1: 0.0649 / 449
li1: - / 481
==> through the flow <==
step	setup WS [ns]	util	hold WS, ns
after global routing	1.54	0.180	0.537
after detailed placement	1.42	0.174	0.498
final	1.74	0.180	0.506
after CTS	1.69	0.180	0.510
after global placement	1.45	0.174	0.495
after floorplan	2.44	-	0.480
==> state kept, by name (all words and copies together), names as in the netlist <==
name and flops:
cmp0_err 1, cmp0_dat 16
==> power by group through the flow <==
| stage | Combinational [W] | Sequential [W] | Clock (W) |
|---|---|---|---|
| 4_1_cts | 0.0000295 | 0.000143 | 0.000114 |
| 6_report | 0.0000287 | 0.000143 | 0.000110 |
| 5_1_grt | 0.0000316 | 0.000143 | 0.000119 |
No activity file was given, so power comes from the tool's default toggle rates.
