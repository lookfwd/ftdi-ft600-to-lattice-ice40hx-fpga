==> flow/run.sh <==
#!/bin/bash
# OpenROAD 26Q1-2900-gdf79404cd8, Yosys 0.63+post, stock flow scripts
make -C /OpenROAD-flow-scripts/flow DESIGN_CONFIG=/design/flow/config.mk WORK_HOME=/design/flow/orfs finish
==> flow/config.mk <==
export PLATFORM = sky130hd
export DESIGN_NAME = mst_fifo_fsm
export DESIGN_NICKNAME = mst_fifo_fsm
export VERILOG_FILES = /design/flow/design.v
export SDC_FILE = /design/flow/constraint.sdc
export NUM_CORES = 4
export LEC_CHECK = 1
export CORE_UTILIZATION = 50
==> flow/constraint.sdc <==
current_design mst_fifo_fsm

set clk_period 2.5
set clk_io_pct 0.2

create_clock -name clk0 -period $clk_period [get_ports {clk}]

set non_clock_inputs [all_inputs -no_clocks]
set_input_delay [expr $clk_period * $clk_io_pct] -clock clk0 $non_clock_inputs
set_output_delay [expr $clk_period * $clk_io_pct] -clock clk0 [all_outputs]
==> flow/design.v <==
module mst_fifo_fsm (
  input  rst_n,
  input  clk,
  input  txe_n,
  input  rxf_n,
  input  [15:0] idata,
  input  [3:0]  ibe,
  input  r_oob,
  input  w_oob,  
  output  reg [15:0] odata,
  output  reg obe,
  output  reg dt_oe_n,
  output  reg be_oe_n,
  output  reg wr_n,    
  output  reg rd_n,
  output  reg oe_n,
  output  ch0_vld,
  output  [15:0] chk_data,
  input	  chk_err,  
  output wire prefena,
  output wire prefreq,
  input [16:0]  prefdout
);
  localparam IDLE	= 4'b0001;
  localparam MTRD	= 4'b0010;
  localparam MDLE	= 4'b0100;
  localparam MTWR	= 4'b1000;
  reg [3:0] nxt_state, cur_stap1, cur_stap2, cur_stap3, cur_stap4;
  wire [3:0] cur_state;  
  wire [3:0] imst_rd_n;
  wire [3:0] imst_wr_n;
  reg  [3:0] mst_rd_n_p1;
  reg  [3:0] mst_wr_n_p1;
  reg  [3:0] mst_rd_n_p2;
  reg  [3:0] mst_wr_n_p2;
  reg        mst_wr_n_p3;
  reg        mst_wr_n_p4;
  reg  [17:0] remain; 
  reg  rxf_n_p1;
  reg  txe_n_p1; 
  reg  w_oob_p1;
  reg  w_oob_p2;
  reg  r_oob_p1;
  reg  r_oob_p2;
  reg  r_oob_p3;
  reg  w_1byte;
  reg  w_1flag; 
  assign imst_rd_n = mst_rd_n_p2;
  assign imst_wr_n = mst_wr_n_p2;
  always @ (posedge clk or negedge rst_n)
  begin
    if (~rst_n)
      w_1byte <= 1'b0;
    else if (r_oob_p2 & (!r_oob_p3))
      w_1byte <= 1'b1;
    else if (w_1byte && (cur_stap1 == IDLE) && (cur_stap2 == MTWR))
      w_1byte <= 1'b0;
    else if (!r_oob_p2)
      w_1byte <= 1'b0; 
  end 
  always @ (posedge clk or negedge rst_n)
  begin
    if (~rst_n)
      w_1flag <= 1'b0;
    else if (!r_oob_p2) 
      w_1flag <= 1'b0;
    else if (w_1byte & (cur_stap2 == MTWR))
      w_1flag <= 1'b1;
  end 
  reg [3:0] ifsm_cond;
  wire r_oobe;
  assign r_oobe = r_oob_p2 | ((!wr_n) & (obe != 1'b1)); 
  always @ (posedge clk or negedge rst_n)
  begin
    if (~rst_n)
      ifsm_cond <= 4'h0;
    else
    begin
      ifsm_cond[0] <= (cur_stap1 == IDLE) & (!imst_rd_n[0]) & (!rxf_n); 
      ifsm_cond[1] <= (cur_state == MTRD) & ( imst_rd_n[0]  | (rxf_n  & (!rxf_n_p1))) ; 
      ifsm_cond[2] <= (cur_state == MDLE) & (!imst_wr_n[0]) & (!txe_n)& (!w_1flag);
      ifsm_cond[3] <= (cur_stap3 == MTWR) & ( imst_wr_n[0]  | (txe_n  & (!txe_n_p1))  | r_oobe) ; 
    end 
  end 
  always @ (posedge clk, negedge rst_n)
  begin
    if (~rst_n) begin
      cur_stap1 <= IDLE;
      cur_stap2 <= IDLE;
      cur_stap3 <= IDLE;
      cur_stap4 <= IDLE;
    end
    else begin
      cur_stap1 <= cur_state;
      cur_stap2 <= cur_stap1; 
      cur_stap3 <= cur_stap2; 
      cur_stap4 <= cur_stap3; 
    end
  end
  assign cur_state = nxt_state;
  always @ (posedge clk, negedge rst_n) 
  begin
    if (~rst_n)
      nxt_state <= IDLE;
    else if (chk_err != 1'b0)
      nxt_state <= MDLE;
    else 
      case (cur_state)
        IDLE : nxt_state <= ifsm_cond[0] ? MTRD : (((cur_stap4 == IDLE) & (cur_stap3 == IDLE)  & 
                                                 (cur_stap2 == IDLE) & (cur_stap1 == IDLE)) ? MDLE : IDLE); 
        MTRD : nxt_state <= ifsm_cond[1] ? MDLE : MTRD;
        MDLE : nxt_state <= ifsm_cond[2] ? MTWR : (((cur_stap4 == MDLE) & (cur_stap3 == MDLE)  & 
                                                 (cur_stap2 == MDLE) & (cur_stap1 == MDLE)) ? IDLE : MDLE); 
        MTWR : nxt_state <= (ifsm_cond[3] | (r_oobe & (!wr_n))) ? IDLE : MTWR; 
      endcase
  end
reg  [15:0] rdata;
reg  [3:0] rbe; 
reg  rvalid;
wire [15:0] wdata;
wire wbe; 
  always @ (posedge clk or negedge rst_n)
  begin
    if (~rst_n)
    begin 
      odata	<= 16'hFFFF;
      obe	<=  1'b1;
    end
    else if ((cur_state == MTWR) || (cur_stap1 == MTWR)) 
      begin
        odata <= r_oobe ? 16'h0036 : (remain[17] ? remain[15:0]  : wdata[15:0]);
        obe   <= r_oobe ? 1'b1          : (remain[17] ? remain[16] : wbe);
      end 
    else if ((cur_stap2 == IDLE) | (cur_stap2 == MDLE)) 
    begin 
      odata	<= 16'hFFFF;
      obe	<=  1'b1;
    end
  end
  always @ (posedge clk or negedge rst_n)
  begin
    if (~rst_n)
    begin 
      rdata     <= 'b0;
      rbe	<= 'b0; 
      rvalid    <= 'b0; 
    end
    else if (cur_stap1 == MTRD)
    begin
      rdata 	<= idata;
      rbe	<= ibe;
      rvalid 	<= (rxf_n | rd_n) ? 1'b0 : (!w_oob_p2);   
    end  
    else 
    begin 
      rdata     <= 'b0;
      rbe	<= 'b0; 
      rvalid    <= 'b0; 
    end
  end 
  always @ (posedge clk or negedge rst_n)
  begin
    if (~rst_n)
    begin 
      dt_oe_n	<= 'b1;
      be_oe_n 	<= 'b1;
      wr_n	<= 'b1;     
      rd_n	<= 'b1; 
      oe_n	<= 'b1;
    end
    else
    begin  
      if ((cur_state == IDLE) || (cur_state == MDLE)) 
      begin 
        dt_oe_n	<= 'b1;
        be_oe_n	<= 'b0;
        wr_n	<= 'b1;     
        rd_n	<= 'b1; 
        oe_n	<= 'b1;
      end
      else if (cur_state == MTRD)
        begin
          dt_oe_n 	<= 'b0;
          be_oe_n 	<= 'b1;
          wr_n		<= 'b1;     
          rd_n		<= (rxf_n | oe_n) ? 1'b1 : 1'b0; 
          oe_n		<=  rxf_n         ? 1'b1 : 1'b0; 
        end
      else if (cur_state == MTWR) 
        begin
      	  dt_oe_n	<= 1'b0; 
      	  be_oe_n 	<= 1'b0;
          if ((cur_stap3 == MTWR) && (cur_stap4 == MDLE)) 
            wr_n        <= 1'b0; 
          else if (r_oobe | txe_n)
	    wr_n 	<= 1'b1;
      	  rd_n		<= 'b1; 
      	  oe_n		<= 'b1;
        end 
    end 
  end
  wire readburst;
  reg  readburst_p1; 
  assign readburst = (!txe_n) && (!r_oobe) && (cur_stap3 == MTWR) 
                          && (!remain[17]) && (!mst_wr_n_p4) && prefena;  
  always @ (posedge clk or negedge rst_n)
  begin
    if (~rst_n)
      remain <= 18'd0;
    else if ((cur_stap3 == MTWR) && (cur_stap4 == MDLE))
      remain <= 18'd0;
    else if (((!wr_n) & txe_n & readburst_p1))
      remain <= {1'b1,obe,odata};
  end
  always @ (posedge clk or negedge rst_n)
  begin 
    if (~rst_n) 
    begin 
      readburst_p1<= 1'b0;
      rxf_n_p1	  <= 1'b1;
      txe_n_p1	  <= 1'b1;
      w_oob_p1    <= 1'b0;
      w_oob_p2    <= 1'b0;
      r_oob_p1    <= 1'b0;
      r_oob_p2    <= 1'b0;
      r_oob_p3    <= 1'b0;
      mst_rd_n_p1 <= 4'hF;
      mst_wr_n_p1 <= 4'hF;;
      mst_rd_n_p2 <= 4'hF;
      mst_wr_n_p2 <= 4'hF;;
      mst_wr_n_p3 <= 1'b1;;
      mst_wr_n_p4 <= 1'b1;;
    end 
    else
    begin 
      readburst_p1<= readburst;
      rxf_n_p1    <= rxf_n; 
      txe_n_p1    <= txe_n; 
      w_oob_p1    <= w_oob;		
      w_oob_p2    <= w_oob_p1;
      r_oob_p1    <= r_oob;		
      r_oob_p2    <= r_oob_p1;
      r_oob_p3    <= r_oob_p2;
      mst_rd_n_p1 <= 4'h0;
      mst_wr_n_p1 <= 4'h0;
      mst_rd_n_p2 <= mst_rd_n_p1;
      mst_wr_n_p2 <= mst_wr_n_p1;
      mst_wr_n_p3 <= mst_wr_n_p2[0];
      mst_wr_n_p4 <= mst_wr_n_p3;
    end 
  end
assign ch0_vld = rvalid;
assign chk_data= rdata;
assign prefena = (cur_state == MTWR);
assign prefreq = readburst;
assign wdata   = prefdout[15:0];
assign wbe     = prefdout[16];
endmodule 
==> PnR_summary.wiki <==
== Implementation results ==
{| class="wikitable"
! Metric !! Value
|-
| Result of the run || finished clean
|-
| Clock transition at the register clock pins on the worst setup and hold paths after CTS || 90 ps
|-
| Number of inserted diodes || 0
|-
| # H-tree levels || 3
|-
| Fraction of the core area occupied by cells at floorplan || 52.7%
|-
| Clock tree root driver cell || clkbuf_8
|-
| Number of design rule violations left after detail routing || 0
|-
| Worst Reg-to-Reg Cells || 4
|-
| Residual antenna-violating net count after detailed routing || 0
|-
| Maximum number of pins on one net before global-route repair || 50
|-
| Cell area after synthesis || 3880 µm²
|-
| Core occupancy in the finished layout || 69.2%
|-
| Average size of a mapped cell || 12.6 µm²
|-
| Most frequently used flop master after synthesis || dfrtp_1
|-
| Worst setup path endpoint || prefreq
|-
| Gate count of the mapped netlist || 308
|-
| Placeable core region || 7370 µm²
|-
| Worst slack on hold paths || 148 ps
|-
| Capture point of the worst reg-to-reg path || nxt_state[2]
|-
| Asr flop ratio synth || 100%
|-
| Routability cong. || 0.811
|-
| Count of standard-cell rows || 31
|-
| Die outline area || 8120 µm²
|-
| Residual overflow from global routing || 0
|-
| Fraction of power spent switching nets || 27.2%
|-
| Initial antenna violation count || 0
|-
| Clock share of power || 29.7%
|-
| Area Overhead vs Synth || 31.4%
|-
| Clock sink count || 95
|-
| Clock skew after layout || 12.8 ps
|-
| Clock buffers created by TritonCTS || 9
|-
| Mean number of vias per cell || 5.38
|-
| Crit. Startpoint || cur_stap3[1]
|-
| Clock insertion delay at the later pin of the skew report || 350 ps
|-
| Multi-input logic area || 1370 µm²
|-
| Number of max-capacitance violations reported || 0
|-
| Max Clk Rate || 0.416 GHz
|-
| CTS tree || done
|-
| Count of final hold-check violations || 0
|-
| Average wire per cell in the routed design || 15.4 µm
|-
| Static Leakage || 2.21 nW
|-
| Buffers from clock root to sink, at most || 2
|-
| Post-synth EDFFs || 0
|-
| Unrepaired setup endpoints after global routing || no
|-
| Slew of the pin with the lowest slew margin || 596 ps
|-
| Class of the tightest hold or removal check || input pin to asynchronous set/reset pin
|-
| Category of the most critical setup path || flip-flop to output pin
|-
| Peak VDD IR || 0.363 mV
|-
| Number of fill cells in the layout || 539
|-
| Tally of buffers added on design ports || 80
|-
| Highest fanout seen on the critical path || 2
|-
| Post-layout period usage of the worst path || 96.1%
|-
| CP Capture Type || output pin
|-
| Cell Type Count || 53
|-
| Total number of vias || 2726
|-
| Sequential group share of total power || 48.6%
|-
| Drt first pass iters || 4
|-
| Aggregate routed wire length || 7.81 mm
|-
| Count of state elements after synthesis || 95
|-
| Die W || 90.1 µm
|-
| Part of the Yosys area used for sequential elements || 62.3%
|-
| Critical Path RT || 2000 ps
|-
| Power Internal || 2.69 mW
|-
| Post-CTS setup buffer count || 0
|-
| Wire length of the first global-routing pass || 13.0 mm
|-
| Period minus WS final || 2400 ps
|-
| FF+latch area || 2420 µm²
|-
| Final slew viol count || 0
|-
| Switching power || 1.01 mW
|-
| Iteration-0 DRC count of the detailed router || 159
|-
| Vert. Die Dim || 90.1 µm
|-
| Vias in the first global route || 2574
|-
| Yosys stat cell total || 308
|-
| Reg-to-reg startpoint || cur_stap1[0]
|-
| Post-route non-filler standard cell count || 507
|-
| Warnings, synthesis || 1
|-
| Combinational fraction of design power || 21.6%
|-
| Final setup fails || 0
|-
| Synthesis area per yosys || 3880 µm²
|-
| Power per cell area || 724 nW/µm²
|-
| DPL Wire Length || 5.29 mm
|-
| Max-Slew Margin vs Limit || 59.7%
|-
| Arr. time, crit path || 1900 ps
|-
| Overall global routing resource usage || 20.9%
|-
| Critical path launch point type || flip-flop
|-
| CTS Hold Buffers Added || 0
|-
| Layout cell share with drive strength beyond 1 || 20.1%
|-
| Count of pins on the block boundary || 85
|-
| OpenROAD warning count || 30
|-
| Slack of the worst reg-to-reg path || 580 ps
|-
| Placed cells || 491
|}
-- cells in the mapped netlist, types with 2 or more instances --
| cell | count | area (µm²) |
|---|---|---|
| dfrtp_1 | 62 | 1550 |
| dfstp_2 | 33 | 867 |
| nor2_1 | 32 | 120 |
| a22o_1 | 18 | 158 |
| and2_1 | 17 | 106 |
| mux2i_1 | 17 | 170 |
| o21ai_0 | 13 | 65.1 |
| o22a_1 | 12 | 105 |
| nand2_1 | 8 | 30.0 |
| nor3_1 | 8 | 40.0 |
| nor4b_1 | 8 | 70.1 |
| a21oi_1 | 7 | 35.0 |
| clkbuf_1 | 7 | 26.3 |
| a2bb2oi_1 | 6 | 52.6 |
| inv_1 | 6 | 22.5 |
| buf_2 | 4 | 20.0 |
| nand3_1 | 4 | 20.0 |
| a22oi_1 | 3 | 22.5 |
| clkbuf_8 | 3 | 41.3 |
| a211oi_1 | 2 | 15.0 |
| nand2b_1 | 2 | 12.5 |
| nor4_1 | 2 | 12.5 |
| o21bai_1 | 2 | 15.0 |
| or3_1 | 2 | 12.5 |
| or4b_4 | 2 | 27.5 |
-- timing repair --
| action | 4_1_cts | 5_1_grt |
|---|---|---|
| pin swaps | 1 | 1 |
| gates resized | 6 | 0 |
| endpoints found under the setup margin | 1 | 1 |
-- stage by stage --
step	instance area [µm²]	power (mW)	worst slack [ps]	setup TNS, ps
2_1_floorplan	3880	2.31	643	0
3_3_place_gp	4870	2.62	-77.7	-77.7
3_5_place_dp	4870	2.63	-72.3	-72.3
4_1_cts	5100	3.73	16.0	0
5_1_grt	5100	3.90	10.2	0
6_report	5100	3.69	97.9	0
-- power by group through the flow --
| stage | clock network, mW | logic [mW] | registers (mW) |
|---|---|---|---|
| after CTS | 1.12 | 0.807 | 1.80 |
| after global routing | 1.19 | 0.888 | 1.82 |
| final | 1.10 | 0.799 | 1.80 |
-- flip-flops by register name (all words and copies together), names as in the netlist, 4 cells and up --
register and flops:
cur_stap2 4, cur_stap4 4, nxt_state 4, cur_stap3 4, remain 18, ifsm_cond 4
odata 16, rdata 16, cur_stap1 4
-- cells in the final DEF (no fill, tap or decap), drive strengths merged, types with 11 or more instances in the layout --
cell type      Yosys  routed
and2              17      17
mux2i             17      17
clkbuf            10      11
dfrtp             62      62
o21ai             13      13
o22a              12      12
clkdlybuf4s50      0      78
dfstp             33      33
nor2              32      32
buf                5      21
a22o              18      18
-- critical path, stage by stage (launching register included) --
cell and delay [ps]:
dfrtp_1 390, or4b_4 550, or3_4 350, nor3_4 130, buf_2 140
-- cell families after synthesis --
group | Yosys count | synth area share (%)
DFF | 95 | 62.3
xor gates and xnor gates | 2 | 0.451
and+or+nand+nor | 98 | 15.2
muxes | 17 | 4.38
AOI/OAI and AO/OA | 74 | 14.4
other | 1 | 0.0966
buffers and inverters | 21 | 3.13
-- layer usage --
layer | track usage [%] | wire length [µm]
met2 | 28.8 | 3450
met5 | 0 | 0
met1 | 36.8 | 3710
met3 | 5.84 | 561
met4 | 2.42 | 89
-- final cells by class --
class                   instances  share of cell area (%)
flip-flops and latches         95                    47.4
multi-input cells             192                    26.8
well taps                      99                    2.43
clock buffers                  11                    2.77
clock inverters                 5                    1.59
inverters                       6                   0.442
repair buffers                 99                    18.6
-- worst min-delay path by stage --
stage              end  slack (ps)  depth (start not counted)
4_1_cts      remain[1]         170                          1
6_report  cur_stap2[1]         150                          1
5_1_grt   cur_stap2[1]         190                          1
Power figures rest on the tool's default switching activity, not on a simulated workload.
